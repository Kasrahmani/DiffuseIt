$ cat design/flow/config.mk
export PLATFORM = sky130hd
export DESIGN_NAME = cluster_lights_game_LEDR_maker
export DESIGN_NICKNAME = cluster_lights_game_LEDR_maker
export VERILOG_FILES = /design/flow/design.v
export SDC_FILE = /design/flow/constraint.sdc
export NUM_CORES = 4
export LEC_CHECK = 1
export CORE_AREA = 10 10 70 70
export DIE_AREA = 0 0 80 80
$ cat design/flow/constraint.sdc
current_design cluster_lights_game_LEDR_maker

set clk_period 3.2
set clk_io_pct 0.2

create_clock -name clk0 -period $clk_period

set non_clock_inputs [all_inputs -no_clocks]
set_input_delay [expr $clk_period * $clk_io_pct] -clock clk0 $non_clock_inputs
set_output_delay [expr $clk_period * $clk_io_pct] -clock clk0 [all_outputs]
$ cat design/flow/design.v
module cluster_lights_game(answer, submit, clock, counter, difficulty, reset,
                           out_LEDG, out_LEDR, out_HEX1, out_HEX2, out_HEX3, out_HEX4,
                           win, lose);
    input [17:0] answer;
    input submit;
    input clock;
    input [27:0] counter;
    input [1:0] difficulty;
    input reset;
    output [7:0] out_LEDG;
    output [17:0] out_LEDR;
    output [7:0] out_HEX1;
    output [7:0] out_HEX2;
    output [7:0] out_HEX3;
    output [7:0] out_HEX4;
    output reg win;
    output reg lose;
    wire [3:0] sub_clock;
    wire [6:0] pulses;
    wire [17:0] combination;
    reg randomize;
    reg [3:0] random_indicator;
    initial randomize = 0;
    ratedivider c0(.clock(clock), .reset(1'b0),
                .divide(28'b0100011110000110100010111111), .cout(sub_clock[0]));     
    ratedivider c1(.clock(clock), .reset(1'b0),
                .divide(28'b0001011111010111100000111111), .cout(sub_clock[1]));     
    ratedivider c2(.clock(clock), .reset(1'b0),
                .divide(28'b0010111110101111000001111111), .cout(sub_clock[2]));     
    ratedivider c3(.clock(clock), .reset(1'b0),
                .divide(28'b0101111101011110000011111111), .cout(sub_clock[3]));     
    count_up_to p0(.clock(sub_clock[0]), .reset(1'b0), .max(4'b0100), 
                   .pulse0_count1(1'b0), .out(pulses[0]));                          
    count_up_to p1(.clock(sub_clock[0]), .reset(1'b0), .max(4'b1000), 
                   .pulse0_count1(1'b0), .out(pulses[1]));                          
    count_up_to p2(.clock(sub_clock[1]), .reset(1'b0), .max(4'b0010), 
                   .pulse0_count1(1'b0), .out(pulses[2]));                          
    count_up_to p3(.clock(sub_clock[1]), .reset(1'b0), .max(4'b0100), 
                   .pulse0_count1(1'b0), .out(pulses[3]));                          
    count_up_to p4(.clock(sub_clock[2]), .reset(1'b0), .max(4'b0010), 
                   .pulse0_count1(1'b0), .out(pulses[4]));                          
    count_up_to p5(.clock(sub_clock[2]), .reset(1'b0), .max(4'b0001), 
                   .pulse0_count1(1'b0), .out(pulses[5]));                          
    count_up_to p6(.clock(sub_clock[3]), .reset(1'b0), .max(4'b0001), 
                   .pulse0_count1(1'b0), .out(pulses[6]));                          
    cluster_lights_game_LEDG_maker my_LEDG(.in(random_indicator), .p(pulses),
                                           .out(out_LEDG));
    cluster_lights_game_LEDG_maker my_LEDR(.in(random_indicator), .p(pulses), 
                                           .out(out_LEDR));
    cluster_lights_game_HEX_maker my_HEX(.in(random_indicator[1:0]), 
                                         .out1(out_HEX1), .out2(out_HEX2), .out3(out_HEX3));
    cluster_lights_game_combination_maker my_combination(.in(random_indicator), 
                                                         .out(combination));
    always @ (*)
    begin
        if (randomize == 1'b0) begin
            random_indicator <= {difficulty[1], difficulty[0], counter[1], counter[0]};     
            randomize <= 1;     
        end	
        random_indicator <= 4'b0101;
    end
    always @ (negedge submit)
    begin
        win <= (answer == combination);
        lose <= (answer != combination);
    end
endmodule
module cluster_lights_game_LEDG_maker(in, p, out);
    input [3:0] in;
    input [6:0] p;
    output reg [7:0] out;
    always @(*)
        begin
            case(in[3:0])
                4'b01_00: out = {p[1], 1'b0, p[2], 1'b0, p[3], 1'b0, p[4], 1'b0};
                4'b01_01: out = {p[3], 1'b0, p[1], 1'b0, p[4], 1'b0, p[6], 1'b0};
                4'b01_10: out = {p[4], 1'b0, p[2], 1'b0, p[5], 1'b0, p[1], 1'b0};
                4'b01_11: out = {p[6], 1'b0, p[3], 1'b0, p[5], 1'b0, p[0], 1'b0};
                4'b10_00: out = {p[6], 1'b0, p[3], 1'b0, p[4], 1'b0, p[1], 1'b0};
                4'b10_01: out = {p[3], 1'b0, p[2], 1'b0, p[4], 1'b0, p[0], 1'b0};
                4'b10_10: out = {p[2], 1'b0, p[5], 1'b0, p[6], 1'b0, p[1], 1'b0};
                4'b10_11: out = {p[1], 1'b0, p[0], 1'b0, p[3], 1'b0, p[4], 1'b0};
                4'b11_00: out = {p[6], 1'b0, p[2], 1'b0, p[3], 1'b0, p[4], 1'b0};
                4'b11_01: out = {p[3], 1'b0, p[2], 1'b0, p[0], 1'b0, p[1], 1'b0};
                4'b11_10: out = {p[4], 1'b0, p[1], 1'b0, p[4], 1'b0, p[5], 1'b0};
                4'b11_11: out = {p[4], 1'b0, p[2], 1'b0, p[1], 1'b0, p[3], 1'b0};
                default out = 8'b0000_0000;
            endcase
	end
endmodule
module cluster_lights_game_LEDR_maker(in, p, out);
    input [3:0] in;
    input [6:0] p;
    output reg [17:0] out;
    always @(*)
        begin
            case(in[3:0])
                4'b01_00: out = {p[0], 1'b0, 1'b0, p[1], 1'b0, 1'b0, p[6], 1'b0, 1'b0,
                                 p[1], 1'b0, 1'b0, p[2], 1'b0, 1'b0, p[6], 1'b0, 1'b0};
                4'b01_01: out = {p[3], 1'b0, 1'b0, p[4], 1'b0, 1'b0, p[3], 1'b0, 1'b0,
                                 p[1], 1'b0, 1'b0, p[6], 1'b0, 1'b0, p[2], 1'b0, 1'b0};
                4'b01_10: out = {p[4], 1'b0, 1'b0, p[2], 1'b0, 1'b0, p[1], 1'b0, 1'b0,
                                 p[5], 1'b0, 1'b0, p[2], 1'b0, 1'b0, p[2], 1'b0, 1'b0};
                4'b01_11: out = {p[1], 1'b0, 1'b0, p[2], 1'b0, 1'b0, p[0], 1'b0, 1'b0,
                                 p[1], 1'b0, 1'b0, p[3], 1'b0, 1'b0, p[6], 1'b0, 1'b0};
                4'b10_00: out = {1'b0, 1'b0, 1'b0, 1'b0, 1'b0, 1'b0, 1'b0, p[1], 1'b0,
                                 p[1], 1'b0, p[5], 1'b0, p[4], 1'b0, p[2], 1'b0, p[4]};
                4'b10_01: out = {1'b0, 1'b0, 1'b0, 1'b0, 1'b0, 1'b0, 1'b0, p[0], 1'b0,
                                 p[5], 1'b0, p[3], 1'b0, p[2], 1'b0, p[5], 1'b0, p[6]};
                4'b10_10: out = {1'b0, 1'b0, 1'b0, 1'b0, 1'b0, 1'b0, 1'b0, p[2], 1'b0,
                                 p[3], 1'b0, p[5], 1'b0, p[6], 1'b0, p[4], 1'b0, p[2]};
                4'b10_11: out = {1'b0, 1'b0, 1'b0, 1'b0, 1'b0, 1'b0, 1'b0, p[0], 1'b0,
                                 p[1], 1'b0, p[0], 1'b0, p[1], 1'b0, p[3], 1'b0, p[0]};
                4'b11_00: out = {p[1], 1'b0, p[4], 1'b0, p[1], 1'b0, p[3], 1'b0, p[4],
                                 1'b0, p[5], 1'b0, p[4], 1'b0, p[0], 1'b0, p[1], 1'b0};
                4'b11_01: out = {p[6], 1'b0, p[1], 1'b0, p[3], 1'b0, p[4], 1'b0, p[6],
                                 1'b0, p[1], 1'b0, p[0], 1'b0, p[0], 1'b0, p[0], 1'b0};
                4'b11_10: out = {p[1], 1'b0, p[3], 1'b0, p[4], 1'b0, p[2], 1'b0, p[0],
                                 1'b0, p[4], 1'b0, p[6], 1'b0, p[4], 1'b0, p[1], 1'b0};
                4'b11_11: out = {p[2], 1'b0, p[6], 1'b0, p[4], 1'b0, p[1], 1'b0, p[0],
                                 1'b0, p[3], 1'b0, p[1], 1'b0, p[3], 1'b0, p[0], 1'b0};
                default out = 18'b00_0000_0000_0000_0000;
            endcase
	end
endmodule
module cluster_lights_game_HEX_maker(in, out1, out2, out3);
    input [2:0] in;
    output reg [6:0] out1;
    output reg [6:0] out2;
    output reg [6:0] out3;
    always @(*)
        begin
            case(in[2:0])
                2'b00: begin
                    out1 = 7'b1100010;
                    out2 = 7'b0111111;
                    out3 = 7'b1101000;
                end
                2'b01: begin
                    out1 = 7'b0001000;
                    out2 = 7'b0010011;
                    out3 = 7'b1101000;
                end
                2'b10: begin
                    out1 = 7'b1000001;
                    out2 = 7'b1001000;
                    out3 = 7'b0010101;
                end
                2'b11: begin
                    out1 = 7'b1110100;
                    out2 = 7'b0010010;
                    out3 = 7'b0010101;
                end
                default begin
                    out1 = 7'b0000000;
                    out2 = 7'b0000000;
                    out3 = 7'b0000000;
                end
            endcase
	end
endmodule
module cluster_lights_game_combination_maker(in,out);
    input [3:0] in;
    output reg [17:0] out;
    always @(*)
        begin
            case(in[3:0])
                4'b01_00: out = 18'b00_0000_0000_0000_0000;
                4'b01_01: out = 18'b00_0000_0000_0000_0001;
                4'b01_10: out = 18'b00_0000_0000_0000_0011;
                4'b01_11: out = 18'b00_0000_0000_0000_0001;
                4'b10_00: out = 18'b00_0000_0000_0000_0010;
                4'b10_01: out = 18'b00_0000_0000_0000_0000;
                4'b10_10: out = 18'b00_0000_0000_0000_0001;
                4'b10_11: out = 18'b00_0000_0000_0000_0010;
                4'b11_00: out = 18'b00_0000_0000_0000_0011;
                4'b11_01: out = 18'b00_0000_0000_0000_0011;
                4'b11_10: out = 18'b00_0000_0000_0000_0010;
                4'b11_11: out = 18'b00_0000_0000_0000_0001;
                default out = 18'b00_0000_0000_0000_0000;
            endcase
	end
endmodule
module count_up_to(clock, reset, max, pulse0_count1, out);
    input clock,  reset;
    input [27:0] max;
    input pulse0_count1;
    output reg out;
    reg [27:0] curr;
    initial curr = 0;
    always@ (posedge clock)
    begin
        if (reset) begin
            curr <= 0;
        end else if (curr == max - 1) begin
            curr <= 0;
        end else begin
            curr <= curr + 1;
        end
    end
    always @(*)
    begin
        if (pulse0_count1 == 1'b0) begin
            out <= (curr == max - 1);
        end else begin
            out <= curr;
        end
    end
endmodule
$ cat design/flow/run.sh
#!/bin/bash
# OpenROAD 26Q1-2900-gdf79404cd8, Yosys 0.63+post, stock flow scripts
make -C /OpenROAD-flow-scripts/flow DESIGN_CONFIG=/design/flow/config.mk WORK_HOME=/design/flow/orfs finish
==> impl_metrics.env <==
# implementation run metrics
export IMPL_dp_hpwl_mm=1.848
export IMPL_wl_mm=2.294
export IMPL_synth_cell_types=45
export IMPL_crit_fanout=28
export IMPL_rsz0062_at_grt="true"
export IMPL_ctsHoldBuffers=0
export IMPL_ys_area_um2=675.6
export IMPL_drcViolationCount=0
export IMPL_utilization_pct=30.15
export IMPL_n_antenna_cell=0
export IMPL_worstSetupStartpointType="input port"
export IMPL_fin_cells=173
export IMPL_cp_arrival_ns=2.48
export IMPL_worstPathRequired_ns=2.56
export IMPL_io_buffers=27
export IMPL_ys_cells=99
export IMPL_vias_per_cell=4.890
export IMPL_drt_pass1_iter_count=4
export IMPL_antenna_found_initial=0
export IMPL_num_rows=21
export IMPL_path_class="in -> out"
export IMPL_layout_setup_ws_ns=0.08336
export IMPL_synthTopCellsByArea="nor2b_1, nand2_1, a21oi_1"
export IMPL_cts_setup_buffers=0
export IMPL_yosysMostFrequentCell="nand2_1"
export IMPL_syn_area_um2=675.6
export IMPL_slew_viol_final=0
export IMPL_hp_class="in -> out"
export IMPL_hold_slack_ns=2.375
export IMPL_clock_fmax_mhz=320.9
export IMPL_post_place_ws_ns=0.06108
export IMPL_dieArea_um2=6400
export IMPL_ios=29
export IMPL_setup_viol=0
export IMPL_yosysTopAreaCellShare_pct=6.481
export IMPL_die_width_um=80
export IMPL_area_growth_pct=52.41
export IMPL_grt_pass1_wl_mm=3.774
export IMPL_ys_seq_share_pct=0
export IMPL_peakVddDrop_mv=0.05641
export IMPL_power_leakage_nw=0.3780
export IMPL_placed_cells=173
export IMPL_num_vias=846
export IMPL_fp_util_pct=19.78
export IMPL_grt_max_degree=29
export IMPL_syn_inst=99
export IMPL_yosys_warnings=1
export IMPL_synth_avg_cell_area_um2=6.825
export IMPL_max_cap_viol_count=0
export IMPL_yosys_area_top_type="nor2b_1"
export IMPL_wl_per_cell_um=13.26
export IMPL_die_height_um=80
export IMPL_power_density_nw_per_um2=121.3
export IMPL_design_core_area_um2=3416
export IMPL_grt_use_total_pct=6.938
export IMPL_endpoint_kind="output port"
export IMPL_drtIter0Drc=24
export IMPL_ant_nets=0
export IMPL_drive_above_1_share_pct=14.17
export IMPL_flops=0
export IMPL_grt_ovfl_total=0
export IMPL_top_cells_by_count="nand2_1, a21oi_1, nor2b_1"
export IMPL_grt_pass1_vias=785
export IMPL_cts_resized=0
export IMPL_layout_area_seq_um2=0
export IMPL_gp_congestion=0.8863
export IMPL_status="finished clean"
export IMPL_hold_viol=0
export IMPL_period_minus_slack_ns=3.117
export IMPL_fin_crit_sh_pct=97.40
export IMPL_nClkBuffers=0
export IMPL_tool_warnings=33
[placed cells by master (no fill, tap or decap), drive strengths merged, types with 2 or more instances in the layout]
| cell type | n |
|---|---|
| mux2i | 3 |
| nand3 | 3 |
| o21ai | 2 |
| nand3b | 4 |
| a311oi | 3 |
| nand2 | 11 |
| o22ai | 2 |
| conb | 2 |
| buf | 11 |
| inv | 3 |
| o211ai | 2 |
| clkdlybuf4s50 | 27 |
| nor2 | 3 |
| nor2b | 7 |
| a31oi | 2 |
| and4b | 2 |
| a211oi | 2 |
| mux2 | 2 |
| nand2b | 6 |
| a21oi | 8 |
[final timing paths]
kind | startpoint | end | slack, ns | cells past startpoint
max | in[0] | out[11] | 0.08 | 6
min | p[5] | out[6] | 2.38 | 4
[cell families after synthesis]
logic type / synth area share, %
simple gates: 39.82
compound gates: 32.04
buf+inv: 14.07
mux: 11.11
xor+xnor: 2.408
other cells: 0.5550
[where the power goes]
group          total, mW  internal [mW]  switching, mW  leakage (nW)
clock network          0              0              0             0
registers              0              0              0             0
logic              0.125         0.0711         0.0538         0.378
total              0.125         0.0711         0.0538         0.378
[worst max-delay path, cell delays in order]
cell             delay [ns]
clkdlybuf4s50_1        0.50
buf_12                 0.18
nand2b_1               0.13
a211oi_1               0.07
or4_1                  0.53
clkdlybuf4s50_1        0.42
[layer usage]
metal,track usage (%),part of all wire [%],up-vias
met5,0,0,-
met4,0,0,0
met3,1.932,7.4,0
met2,11.64,48,23
met1,9.139,44,396
li1,-,-,427
[area by class of cell]
| class | count | area (µm²) |
|---|---|---|
| Tap cell | 46 | 57.56 |
| Multi-Input combinational cell | 86 | 595.6 |
| Timing Repair Buffer | 38 | 365.4 |
| Fill cell | 391 | 2386 |
| Inverter | 3 | 11.26 |
[through the flow]
| stage | TNS (ns) | area, µm² | power [mW] |
|---|---|---|---|
| after CTS | 0 | 1018 | 0.1249 |
| after global routing | -0.003052 | 1030 | 0.1382 |
| after detailed placement | 0 | 1018 | 0.1243 |
| after global placement | 0 | 1018 | 0.1241 |
| after floorplan | 0 | 679.4 | 0.06252 |
| final | 0 | 1030 | 0.1249 |
Power is estimated from default activity; no workload was simulated.
